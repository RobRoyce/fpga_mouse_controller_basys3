==> ./design.v <==
`timescale 1ns / 1ps
module ps2_mouse(
                 input wire        i_clk,
                 input wire        i_reset,
                 input wire        i_PS2Data,
                 input wire        i_PS2Clk,
                 output wire [7:0] o_x,
                 output wire       o_x_ov,
                 output wire       o_x_sign,
                 output wire [7:0] o_y,
                 output wire       o_y_ov,
                 output wire       o_y_sign,
                 output wire       o_r_click,
                 output wire       o_l_click,
                 output wire       o_valid
                 );
   wire [10:0]                     word1, word2, word3, word4;
   wire [7:0]                      signal1, signal2, signal3, signal4;
   wire                            valid, ready;
   assign o_valid = ready && valid;
   ps2_signal ps2_signal(
                         .i_clk(i_clk),
                         .i_reset(i_reset),
                         .i_PS2Clk(i_PS2Clk),
                         .i_PS2Data(i_PS2Data),
                         .o_word1(word1),
                         .o_word2(word2),
                         .o_word3(word3),
                         .o_word4(word4),
                         .o_ready(ready)
                         );
   ps2_validator ps2_validator(
                               .i_word1(word1),
                               .i_word2(word2),
                               .i_word3(word3),
                               .i_word4(word4),
                               .o_signal1(signal1),
                               .o_signal2(signal2),
                               .o_signal3(signal3),
                               .o_signal4(signal4),
                               .o_valid(valid)
                               );
   ps2_mouse_map ps2_mouse_map(
                               .i_clk(i_clk),
                               .i_reset(i_reset),
                               .i_signal1(signal1),
                               .i_signal2(signal2),
                               .i_signal3(signal3),
                               .i_signal4(signal4),
                               .o_x(o_x),
                               .o_y(o_y),
                               .o_x_overflow(o_x_ov),
                               .o_y_overflow(o_y_ov),
                               .o_x_sign(o_x_sign),
                               .o_y_sign(o_y_sign),
                               .o_l_click(o_l_click),
                               .o_r_click(o_r_click)
                               );
endmodule
`timescale 1ns / 1ps
module ps2_signal(
                  input wire         i_clk,
                  input wire         i_reset,
                  input wire         i_PS2Clk,
                  input wire         i_PS2Data,
                  output wire [10:0] o_word1,
                  output wire [10:0] o_word2,
                  output wire [10:0] o_word3,
                  output wire [10:0] o_word4,
                  output wire        o_ready
                  );
   reg [43:0]                        fifo;
   reg [43:0]                        buffer;
   reg [5:0]                         counter;
   reg [1:0]                         PS2Clk_sync;
   reg                               ready;
   reg                               PS2Data;
   wire                              PS2Clk_negedge;
   assign o_word1 = fifo[33 +: 11];
   assign o_word2 = fifo[22 +: 11];
   assign o_word3 = fifo[11 +: 11];
   assign o_word4 = fifo[0 +: 11];
   assign o_ready = ready;
   assign PS2Clk_negedge = (PS2Clk_sync == 2'b10);
   initial
     begin
        fifo <= 44'b0;
        buffer <= 44'b0;
        counter <= 6'b0;
        PS2Clk_sync <= 2'b1;
        ready <= 1'b0;
        PS2Data <= 1'b0;
     end  
   always @(posedge i_clk)
     begin
        if(i_reset)
          begin
             fifo <= 44'b0;
             buffer <= 44'b0;
             counter <= 6'b0;
             ready <= 1'b0;
             PS2Clk_sync <= 2'b1;
             PS2Data <= 1'b0;
          end
        else
          begin
             PS2Clk_sync <= {PS2Clk_sync[0], i_PS2Clk};
             PS2Data <= i_PS2Data;
             if(PS2Clk_negedge)
               begin
                  buffer <= {buffer, PS2Data};
                  counter <= counter + 6'b1;
               end
             if(counter == 6'd44)
               begin
                  fifo <= buffer;
                  buffer <= 44'b0;
                  counter <= 6'b0;
                  ready <= 1'b1;
               end
             else
               begin
                  ready <= 1'b0;
                  fifo <= 44'b0;
               end
          end
     end
endmodule
`timescale 1ns / 1ps
module ps2_mouse_map(
                     input wire        i_clk,
                     input wire        i_reset,
                     input wire [7:0]  i_signal1,
                     input wire [7:0]  i_signal2,
                     input wire [7:0]  i_signal3,
                     input wire [7:0]  i_signal4,
                     output wire [7:0] o_x,
                     output wire [7:0] o_y,
                     output wire       o_x_sign,
                     output wire       o_y_sign,
                     output wire       o_l_click,
                     output wire       o_r_click,
                     output wire       o_x_overflow,
                     output wire       o_y_overflow
                     );
   assign o_x = i_signal2;
   assign o_y = i_signal3;
   assign {o_x_overflow, o_y_overflow} = i_signal1[1:0];
   assign {o_x_sign, o_y_sign} = i_signal1[3:2];
   assign {o_l_click, o_r_click} = i_signal1[7:6];
endmodule
`timescale 1ns / 1ps
module ps2_validator(
                     input wire [10:0] i_word1,
                     input wire [10:0] i_word2,
                     input wire [10:0] i_word3,
                     input wire [10:0] i_word4,
                     output wire [7:0] o_signal1,
                     output wire [7:0] o_signal2,
                     output wire [7:0] o_signal3,
                     output wire [7:0] o_signal4,
                     output wire       o_valid
                     );
   wire                                parity1, parity2, parity3, parity4, parity;
   wire                                start1, start2, start3, start4, start;
   wire                                stop1, stop2, stop3, stop4, stop;
   wire                                valid1, valid2, valid3, valid4;
   assign {start1, o_signal1, parity1, stop1} = i_word1;
   assign {start2, o_signal2, parity2, stop2} = i_word2;
   assign {start3, o_signal3, parity3, stop3} = i_word3;
   assign {start4, o_signal4, parity4, stop4} = i_word4;
   assign valid1 = ~^o_signal1 == parity1;
   assign valid2 = ~^o_signal2 == parity2;
   assign valid3 = ~^o_signal3 == parity3;
   assign valid4 = ~^o_signal4 == parity4;
   assign parity = valid1 && valid2 && valid3 && valid4;
   assign start = (!start1 && !start2 && !start3 && !start4);
   assign stop = (stop1 && stop2 && stop3 && stop4);
   assign o_valid = (start && stop && parity);
endmodule
==> ./run.sh <==
#!/bin/bash
# OpenROAD 26Q1-2900-gdf79404cd8, Yosys 0.63+post, stock flow scripts
make -C /OpenROAD-flow-scripts/flow DESIGN_CONFIG=/design/flow/config.mk WORK_HOME=/design/flow/orfs finish
==> ./config.mk <==
export PLATFORM = sky130hd
export DESIGN_NAME = ps2_mouse
export DESIGN_NICKNAME = ps2_mouse
export VERILOG_FILES = /design/flow/design.v
export SDC_FILE = /design/flow/constraint.sdc
export NUM_CORES = 4
export LEC_CHECK = 1
export CORE_UTILIZATION = 50
==> ./constraint.sdc <==
current_design ps2_mouse

set clk_period 2.8
set clk_io_pct 0.2

create_clock -name clk0 -period $clk_period [get_ports {i_clk}]

set non_clock_inputs [all_inputs -no_clocks]
set_input_delay [expr $clk_period * $clk_io_pct] -clock clk0 $non_clock_inputs
set_output_delay [expr $clk_period * $clk_io_pct] -clock clk0 [all_outputs]
==> flow_results.xml <==
<?xml version="1.0" encoding="UTF-8"?>
<metrics>
  <group name="detailed_routing">
    <metric name="detail_route.iter0.violations" unit="">80</metric>
    <metric name="first_pass_iters" unit="">6</metric>
    <metric name="drt_drc_violations_left" unit="">0</metric>
    <metric name="route.antenna.remaining_nets" unit="">0</metric>
    <metric name="drt_wirelength" unit="mm">5.17</metric>
    <metric name="avgRoutedWirePerCell" unit="µm">10.6</metric>
    <metric name="vias" unit="">2232</metric>
    <metric name="detail_route.antenna_diodes" unit="">0</metric>
    <metric name="via_per_inst" unit="">4.59</metric>
  </group>
  <group name="floorplan">
    <metric name="core.rowCount" unit="">30</metric>
    <metric name="fp-utilization" unit="%">51.7</metric>
    <metric name="chip_area" unit="µm²">7370</metric>
    <metric name="fp.dieW" unit="µm">85.8</metric>
    <metric name="die_height" unit="µm">85.8</metric>
    <metric name="io-pin-count" unit="">27</metric>
    <metric name="floorplan_core_area" unit="µm²">6790</metric>
  </group>
  <group name="final_timing">
    <metric name="summed_negative_setup_slack_over_all_endpoints" unit="ns">0</metric>
    <metric name="slew_headroom" unit="%">64.6</metric>
    <metric name="final_min_period_over_clock_period" unit="%">89.0</metric>
    <metric name="layout_min_cycle_time" unit="ns">2.49</metric>
    <metric name="fmax" unit="MHz">401</metric>
    <metric name="drv_slew" unit="">0</metric>
    <metric name="finalHoldViolations" unit="">0</metric>
    <metric name="worst_hold_margin" unit="ns">0.442</metric>
    <metric name="setup-violations-final" unit="">0</metric>
    <metric name="rsz0062_at_grt" unit="">false</metric>
    <metric name="worst_pin_slew" unit="ns">0.528</metric>
    <metric name="final.setup_skew" unit="ns">0.00880</metric>
  </group>
  <group name="worst_hold_path">
    <metric name="hold_path_startpoint" unit="">ps2_signal.PS2Data</metric>
    <metric name="timing.hold.worst.class" unit="">reg -&gt; reg</metric>
  </group>
  <group name="setup_path">
    <metric name="crit-reg2reg-capture" unit="">ps2_signal.counter[5]</metric>
    <metric name="cp-start-kind" unit="">flop</metric>
    <metric name="cp.buffers_inverters" unit="">1</metric>
    <metric name="worst_setup_path_category" unit="">reg -&gt; out</metric>
    <metric name="critical_path_capture_point_type" unit="">primary output</metric>
    <metric name="critical-path-top-cell-by-count" unit="">xnor2_2</metric>
    <metric name="crit_path_end" unit="">o_valid</metric>
    <metric name="reg_to_reg_startpoint" unit="">ps2_signal.PS2Clk_sync[1]</metric>
    <metric name="worst_ep_arrival_time" unit="ns">1.93</metric>
    <metric name="timing.critical_path.slowest_cell_delay" unit="ns">0.45</metric>
    <metric name="worstRegToRegCells" unit="">4</metric>
    <metric name="r2r_slack" unit="ns">1.20</metric>
    <metric name="worstSetupStartpoint" unit="">ps2_signal.fifo[42]</metric>
    <metric name="worstPathCellList" unit="">xnor2_2 &gt; xnor3_1 &gt; xnor2_2 &gt; nand2_1 &gt; nor4_2 &gt; dlygate4sd2_1</metric>
    <metric name="path_max_fanout" unit="">2</metric>
    <metric name="cp.depth" unit="">6</metric>
    <metric name="path_delay_family" unit="">XOR/XNOR gates</metric>
    <metric name="cpMaxStageDelayCell" unit="">xnor3_1</metric>
    <metric name="timing.critical_path.required" unit="ns">2.24</metric>
  </group>
  <group name="clock_tree">
    <metric name="max_buffers_root_to_sink" unit="">2</metric>
    <metric name="clk_transition_reported_paths" unit="ns">0.09</metric>
    <metric name="clock.latency.late_pin" unit="ns">0.35</metric>
    <metric name="post_cts_resize_count" unit="">4</metric>
    <metric name="number_of_levels_the_h_tree_was_split_into" unit="">3</metric>
    <metric name="root_buffer_master" unit="">clkbuf_8</metric>
    <metric name="cts_hold_buffers" unit="">0</metric>
    <metric name="number_of_buffers_inserted_to_repair_setup_after_cts" unit="">0</metric>
    <metric name="numClockSinks" unit="">98</metric>
    <metric name="tritoncts" unit="">yes</metric>
    <metric name="tritoncts.num_buffers" unit="">9</metric>
  </group>
  <group name="pwr">
    <metric name="p_seq_share" unit="%">58.0</metric>
    <metric name="total_power" unit="W">0.00241</metric>
    <metric name="pwr_density_cell" unit="nW/µm²">606</metric>
    <metric name="internal_power" unit="W">0.00192</metric>
    <metric name="p_comb_share" unit="%">1.8</metric>
    <metric name="clock_power_share" unit="%">40.2</metric>
    <metric name="power.ir.vdd_worst" unit="µV">303</metric>
    <metric name="power_leakage" unit="nW">1.42</metric>
    <metric name="power_switching" unit="W">0.000495</metric>
    <metric name="netSwitchingFraction" unit="%">20.5</metric>
  </group>
  <group name="logic_synthesis">
    <metric name="ys_seq_share" unit="%">55.8</metric>
    <metric name="yosys_cells" unit="">377</metric>
    <metric name="synth_chip_area" unit="µm²">3510</metric>
    <metric name="synth-warning-count" unit="">1</metric>
    <metric name="synth.avg_cell_area" unit="µm²">9.32</metric>
    <metric name="distinct_lib_cells_used" unit="">26</metric>
    <metric name="synth_area" unit="µm²">3510</metric>
    <metric name="post_synth_inst_count" unit="">377</metric>
    <metric name="synth_flop_count" unit="">98</metric>
  </group>
  <group name="global_routing">
    <metric name="overflow" unit="">0</metric>
    <metric name="grt_first_pass_wirelength" unit="mm">8.93</metric>
    <metric name="antenna_violations_before_repair" unit="">0</metric>
    <metric name="grt.total_usage" unit="%">15.6</metric>
    <metric name="vias_in_the_first_global_route" unit="">1990</metric>
    <metric name="maximum_number_of_pins_on_one_net_before_global_route_repair" unit="">46</metric>
  </group>
  <group name="cells_and_area">
    <metric name="fill_cell_total_of_the_finished_layout" unit="">587</metric>
    <metric name="area_growth_syn_to_layout" unit="%">13.2</metric>
    <metric name="fin_area" unit="µm²">3980</metric>
    <metric name="layout.core_utilization" unit="%">58.5</metric>
    <metric name="final_layout_size_suffix_gt1_share" unit="%">7.69</metric>
  </group>
  <group name="place">
    <metric name="gpl.final_weighted_congestion" unit="">0.723</metric>
    <metric name="placement.cell_area" unit="µm²">3740</metric>
    <metric name="port_buffers" unit="">26</metric>
    <metric name="dpl.hpwl" unit="mm">3.21</metric>
  </group>
  <group name="flow_run">
    <metric name="timing.max_cap.violations" unit="">0</metric>
    <metric name="log.warning_count" unit="">26</metric>
  </group>
  <group name="outcome">
    <metric name="status" unit="">finished clean</metric>
  </group>
</metrics>
==> worst min-delay path by stage <==
| stage | end | slack (ns) | cells after the start |
|---|---|---|---|
| 6_report | ps2_signal.buffer[0] | 0.44 | 2 |
| 5_1_grt | ps2_signal.buffer[43] | 0.47 | 2 |
| 4_1_cts | ps2_signal.buffer[0] | 0.44 | 2 |
==> placed cells by master (no fill, tap or decap), drive strengths merged <==
master	netlist	routed
dfxtp	98	98
nand2	93	93
a21oi	46	46
and2	44	44
clkdlybuf4s50	0	25
xnor2	25	25
clkbuf	10	10
xor2	7	7
buf	26	7
nor2	6	6
nand4	4	4
inv	2	3
nor2b	3	3
xnor3	2	2
nand2b	2	2
ha	2	2
bufinv	0	2
or2	2	2
clkinv	0	2
nand3	1	1
nor3	1	1
nor4	1	1
o21ai	1	1
or3	1	1
clkinvlp	0	1
dlygate4sd2	0	1
==> flip-flops by register name (all words and copies together), names as in the netlist <==
name,count
ps2_signal.fifo,44
ps2_signal.counter,6
ps2_signal.buffer,44
ps2_signal.ready,1
ps2_signal.PS2Data,1
ps2_signal.PS2Clk_sync,2
==> synthesized netlist by cell type <==
| library cell | number | area share (%) |
|---|---|---|
| ha_1 | 2 | 0.71 |
| or2_1 | 1 | 0.18 |
| buf_4 | 16 | 3.4 |
| and2_1 | 44 | 7.8 |
| buf_2 | 7 | 1.0 |
| dfxtp_1 | 98 | 56 |
| nand4_1 | 4 | 0.71 |
| a21oi_1 | 46 | 6.6 |
| buf_1 | 3 | 0.32 |
| nor2b_1 | 3 | 0.53 |
| nor4_2 | 1 | 0.36 |
| nor3_1 | 1 | 0.14 |
| inv_1 | 2 | 0.21 |
| clkbuf_1 | 10 | 1.1 |
| xnor3_1 | 2 | 1.3 |
| xnor2_1 | 24 | 6.0 |
| or3_1 | 1 | 0.18 |
| nor2_1 | 5 | 0.53 |
| nand2b_1 | 2 | 0.36 |
| xnor2_2 | 1 | 0.46 |
| nand2_1 | 93 | 9.9 |
| nor2_2 | 1 | 0.18 |
| o21ai_0 | 1 | 0.14 |
| or2_2 | 1 | 0.18 |
| nand3_1 | 1 | 0.14 |
| xor2_1 | 7 | 1.7 |
==> worst reg2reg max path, stage by stage, from the launching register on <==
cell and delay, ns:
dfxtp_1 0.33, nor2b_2 0.47, nand4_1 0.23, or3_1 0.38, a21oi_1 0.13
==> power by group through the flow <==
stage         clock [W]  combinational [W]  sequential (W)
global route    0.00105          0.0000474         0.00140
CTS             0.00100          0.0000430         0.00140
finish         0.000970          0.0000423         0.00140
==> per-layer routing <==
layer / vias up / GRT usage, % / share of wire (%)
met4: 0 / 2.73 / 1.7
met3: 9 / 2.15 / 2.2
met5: - / 0 / 0
li1: 1185 / - / -
met1: 1016 / 25.4 / 51
met2: 22 / 23.9 / 45
==> logic make-up after synthesis <==
group / count (synthesis) / synth area share [%]
compound gates: 47 / 6.69
xor+xnor: 34 / 9.47
fa+ha+maj: 2 / 0.712
buf+inv: 38 / 6.02
flops: 98 / 55.8
simple gates: 158 / 21.3
==> cell type report <==
class                           instances  area, µm²  area share [%]
Sequential cell                        98       1960            49.4
Tap cell                               96        120            3.02
Clock buffer                           10        128            3.21
Timing Repair Buffer                   33        312            7.83
Inverter                                2       7.51           0.189
Multi-Input combinational cell        241       1360            34.1
Clock inverter                          6       90.1            2.26
==> metrics by stage <==
stage	std cells	setup WS (ns)
3_5_place_dp	470	0.300
3_3_place_gp	470	0.292
6_report	486	0.308
5_1_grt	486	0.172
4_1_cts	486	0.258
2_1_floorplan	377	1.03
Power figures rest on the tool's default switching activity, not on a simulated workload.
